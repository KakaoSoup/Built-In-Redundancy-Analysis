$ cat /design/flow/design.v
`timescale 1ns / 1ps
module signal_generator (
    input rst,
    input clk,
    input [1:0] spare_struct,
   input test_end,
   input termination,
   input early_term_SVC2SG,
    output reg [7:0] DSSS,
    output reg [2:0] RLSS,
   output reg start_SVC,
   output reg opSG
);
localparam S1 = 2'b01;
localparam S2 = 2'b10;
localparam S3 = 2'b11;
reg [2:0] i, j, k, p;
reg [1:0] ri;
reg rlss_term;
reg gen_sig;
reg regtermination;
reg regtests_end;
reg regearly_term_SVC2SG;
always @ (posedge clk) begin
   if(rst) begin
   if(spare_struct != S3) begin
            DSSS <= 8'b0;
            RLSS <= 3'b0;
   end
   else begin
      DSSS <= 8'b0;
      RLSS <= 3'b0;
   end
      gen_sig <= 1;
      rlss_term <= 0;
      i <= 3'd7;
      j <= 3'd6;
      k <= 3'd5;
      p <= 3'd4;
      ri <= 2'd2;
      regtests_end <= 0;
      regtermination <= 0;
      regearly_term_SVC2SG <= 0;
      start_SVC <= 0;
   end
   else begin
      DSSS <= 8'b0;
      RLSS <= 3'b0;
      regtermination <= termination;
      regtests_end <= test_end;
      regearly_term_SVC2SG <= early_term_SVC2SG;
      if(((!termination == 0) && (regtermination == 0)) | ((!test_end == 0) && (regtests_end == 0)) | ((!early_term_SVC2SG == 0) && (regearly_term_SVC2SG == 0))) begin
         start_SVC <= 1;
         case (spare_struct)
         S1, S2 : begin
            if (gen_sig) begin
               DSSS[i] <= 1;
               DSSS[j] <= 1;
               DSSS[k] <= 1;
               DSSS[p] <= 1; 
               if (p > 0) begin
                  p <= p - 1;
               end 
               else if (k > 1) begin
                  k <= k - 1;
                  p <= k - 2;
               end 
               else if (j > 2) begin
                  j <= j - 1;
                  k <= j - 2;
                  p <= j - 3;
               end 
               else if (i > 3) begin
                  i <= i - 1;
                  j <= i - 2;
                  k <= i - 3; 
                  p <= i - 4;
               end 
               else begin
                  gen_sig <= 0; 
               end
            end
         end
         S3 : begin
            if (gen_sig) begin
               DSSS[j] <= 1;
               DSSS[k] <= 1;
               DSSS[p] <= 1;
               RLSS[ri] <= 1;
               if (ri > 0) begin
                  ri <= ri - 1;
               end 
               else begin
                  ri <= 2'd2;
                  if (p > 0) begin
                     p <= p - 1;
                  end 
                  else if (k > 1) begin
                     k <= k - 1;
                     p <= k - 2;
                  end 
                  else if (j > 2) begin
                     j <= j - 1;
                     k <= j - 2;
                     p <= j - 3;
                  end 
                  else begin
                     gen_sig <= 0; 
                  end
               end
            end
         end         
         endcase
      end
      else begin
         DSSS <= DSSS;
         RLSS <= RLSS;
         start_SVC <= 0;
      end
   end
end
endmodule
$ cat /design/flow/run.sh
#!/bin/bash
# OpenROAD 26Q1-2900-gdf79404cd8, Yosys 0.63+post, stock flow scripts
make -C /OpenROAD-flow-scripts/flow DESIGN_CONFIG=/design/flow/config.mk WORK_HOME=/design/flow/orfs finish
$ cat /design/flow/config.mk
export PLATFORM = sky130hd
export DESIGN_NAME = signal_generator
export DESIGN_NICKNAME = signal_generator
export VERILOG_FILES = /design/flow/design.v
export SDC_FILE = /design/flow/constraint.sdc
export NUM_CORES = 4
export LEC_CHECK = 1
export CORE_UTILIZATION = 30
$ cat /design/flow/constraint.sdc
current_design signal_generator

set clk_period 3.2
set clk_io_pct 0.2

create_clock -name clk0 -period $clk_period [get_ports {clk}]

set non_clock_inputs [all_inputs -no_clocks]
set_input_delay [expr $clk_period * $clk_io_pct] -clock clk0 $non_clock_inputs
set_output_delay [expr $clk_period * $clk_io_pct] -clock clk0 [all_outputs]
==> results.sh <==
# source this file to load flow results
export IMPL_clock_root_buffer="clkbuf_8"
export IMPL_antenna_found_initial=0
export IMPL_core_area_sq_mm=0.00725
export IMPL_portBuffers=18
export IMPL_dr_wl_met2_um=2300
export IMPL_firstDrtPassIters=5
export IMPL_finalHoldViolations=0
export IMPL_clkSlewWorstSetupHoldPaths_ns=0.07
export IMPL_crit_type="in2reg"
export IMPL_finalClockSkew_ns=0.00999
export IMPL_post_cts_repair_setup_buffers=0
export IMPL_status="complete, no violations"
export IMPL_vias=1946
export IMPL_yosysUniqueCellTypes=54
export IMPL_ant_nets=0
export IMPL_htreeDepth=2
export IMPL_top_area_share_pct=26.8
export IMPL_viasPerCell=5.09
export IMPL_yosys_area_sq_mm=0.00224
export IMPL_netlist_instances=267
export IMPL_ys_flops=30
export IMPL_gp_congestion=0.910
export IMPL_start_kind="primary input"
export IMPL_cts_buffers=5
export IMPL_ctsHoldBuffers=0
export IMPL_cts_tree="done"
export IMPL_async_reset_ff_share_pct=0
export IMPL_grt_usage_pct=14.6
export IMPL_ios=20
export IMPL_rsz0062_at_grt="false"
export IMPL_drc=0
export IMPL_ir_drop_mv=0.171
export IMPL_cts_num_sinks=30
export IMPL_grt_pass1_wl_um=8730
export IMPL_worst_path_max_fanout=8
export IMPL_fp_row_count=31
export IMPL_clockBufferDepth=2
export IMPL_drt_iter0_markers=149
export IMPL_power_frac_seq_pct=39.7
export IMPL_holdWs_ns=0.451
export IMPL_die_h_um=88.4
export IMPL_highest_layer="met4"
export IMPL_synthTopCellsByArea="dfxtp_1 (27%), ha_1 (17%), nor2_1 (4.2%)"
export IMPL_clk_latency_ns=0.29
export IMPL_wl_um=5370
export IMPL_power_switching_mw=0.366
export IMPL_wl_met1_um=2650
export IMPL_grt_overflow_total=0
export IMPL_post_synth_top_count_cell="ha_1"
export IMPL_cts_resized=0
export IMPL_relSlewSlack_pct=54.7
export IMPL_grt_max_degree=29
export IMPL_syn_to_final_growth_pct=15.5
export IMPL_drive_gt1_share_pct=7.07
export IMPL_critical_path_endpoint_type="flop"
export IMPL_worstPathRequired_ns=3.42
export IMPL_leakage_nw=1.12
export IMPL_swShare_pct=33.7
export IMPL_period_minus_slack_ns=2.61
export IMPL_ys_cells=267
export IMPL_synth_area_sq_mm=0.00224
export IMPL_clkPwrFrac_pct=30.0
export IMPL_wl_per_cell_um=14.1
export IMPL_dr_wl_met3_um=272
export IMPL_drv_cap=0
export IMPL_grt_pass1_vias=1753
export IMPL_postSynthSeqShare_pct=26.8
export IMPL_fillers=736
export IMPL_top_cells_by_count="ha_1 (31), dfxtp_1 (30), nor2_1 (25)"
export IMPL_worstPathArrival_ns=2.83
export IMPL_maxSlewViolCount=0
export IMPL_die_x_um=88.4
export IMPL_yosysTopAreaCell="dfxtp_1"
export IMPL_initCoreUtil_pct=30.9
export IMPL_synth_edff_count=0
export IMPL_place_hpwl_um=4050
export IMPL_die_area_sq_mm=0.00782
export IMPL_p_int_mw=0.719
export IMPL_finalSetupViolCount=0
export IMPL_avgSynthCellArea_sq_um=8.39
export IMPL_num_antenna_cells=0
export IMPL_setup_tns_final_ns=0
export IMPL_hp_class="reg2reg"
export IMPL_finalCritPeriodShare_pct=81.5
export IMPL_power_frac_comb_pct=30.3
export IMPL_synthFlopType="dfxtp_1"
export IMPL_worstMarginPinSlew_ns=0.679
export IMPL_warning_count=45
export IMPL_fmax_ghz=0.384
export IMPL_yosysWarnings=2
export IMPL_power_density_mw_per_mm2=419
[metrics by stage]
| step | cell area, sq um | setup slack, ns | instances | utilization (%) | total power [mW] |
|---|---|---|---|---|---|
| 2_1_floorplan | 2240 | 1.01 | 267 | - | 0.674 |
| 3_3_place_gp | 2500 | 0.373 | 374 | 34.4 | 0.763 |
| 3_5_place_dp | 2500 | 0.341 | 374 | 34.4 | 0.764 |
| 4_1_cts | 2590 | 0.623 | 382 | 35.7 | 1.09 |
| 5_1_grt | 2590 | 0.494 | 382 | 35.7 | 1.16 |
| 6_report | 2590 | 0.593 | 382 | 35.7 | 1.09 |
[logic make-up (layout without fill, tap and decap cells)]
| group | after synthesis | after routing | share of synthesized area (%) |
|---|---|---|---|
| compound gates | 70 | 70 | 23.0 |
| xor+xnor | 7 | 7 | 2.74 |
| fa+ha+maj | 31 | 31 | 17.3 |
| buf+inv | 32 | 48 | 5.98 |
| flops | 30 | 30 | 26.8 |
| mux | 6 | 6 | 2.68 |
| other cells | 1 | 1 | 0.167 |
| simple gates | 90 | 90 | 21.3 |
[power by group through the flow]
stage | Clock, mW | Combinational (mW) | Sequential [mW]
CTS | 0.335 | 0.328 | 0.431
global route | 0.355 | 0.372 | 0.435
finish | 0.326 | 0.328 | 0.431
[area by class of cell]
class | instances | area (sq um) | share of cell area (%)
multi-input combinational | 205 | 1510 | 58.2
sequential | 30 | 601 | 23.2
timing repair buffer | 19 | 188 | 7.25
tap | 99 | 124 | 4.79
clock buffer | 7 | 86.3 | 3.34
inverter | 21 | 78.8 | 3.05
clock inverter | 1 | 5.00 | 0.193
[worst paths after layout]
kind,cells past startpoint,endpoint,startpoint,slack [ns]
worst max-delay path,8,j[0]$_SDFFE_PP0P_,spare_struct[0],0.59
worst min-delay path,2,RLSS[2]$_SDFFE_PP0N_,RLSS[2]$_SDFFE_PP0N_,0.45
worst max register to register,7,j[0]$_SDFFE_PP0P_,k[2]$_SDFFE_PP1P_,0.96
worst min register to register,2,RLSS[2]$_SDFFE_PP0N_,RLSS[2]$_SDFFE_PP0N_,0.45
[state kept, by name, indices dropped and copies added, names as in the netlist]
register	flops
k	3
gen_sig	1
regearly_term_SVC2SG	1
regtermination	1
RLSS	3
DSSS	8
regtests_end	1
ri	2
start_SVC	1
j	3
p	3
i	3
[per-layer routing]
| layer | GRT usage (%) | vias up |
|---|---|---|
| li1 | - | 979 |
| met3 | 2.27 | 14 |
| met2 | 20.8 | 60 |
| met1 | 22.5 | 893 |
| met5 | 0 | - |
| met4 | 5.43 | 0 |
[layout by cell type, fill, tap and decap left out, types with 4 or more instances in the layout]
| cell | n |
|---|---|
| dfxtp_1 | 30 |
| inv_1 | 21 |
| nor2b_1 | 8 |
| a22oi_1 | 6 |
| o21ai_0 | 7 |
| o211ai_1 | 4 |
| a32oi_1 | 5 |
| xnor2_1 | 4 |
| nand2b_1 | 6 |
| nand2_1 | 22 |
| a31oi_1 | 4 |
| ha_1 | 31 |
| o21ai_1 | 5 |
| clkdlybuf4s50_1 | 18 |
| nor3_1 | 4 |
| nand3_1 | 7 |
| nor2_1 | 25 |
| o22ai_1 | 5 |
| mux2i_1 | 6 |
| a21oi_1 | 13 |
| clkbuf_8 | 6 |
[critical path, stage by stage]
cell and delay, ns:
clkdlybuf4s50_1 0.48, inv_1 0.05, ha_1 0.41, nor2_1 0.39, a21o_1 0.18, o311ai_2 0.17, or3_1 0.39, a21oi_1 0.13
Power figures rest on the tool's default switching activity, not on a simulated workload.
