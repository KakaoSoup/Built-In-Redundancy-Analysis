==> flow/config.mk <==
export PLATFORM = sky130hd
export DESIGN_NAME = mbist_top
export DESIGN_NICKNAME = mbist_top
export VERILOG_FILES = /design/flow/design.v
export SDC_FILE = /design/flow/constraint.sdc
export NUM_CORES = 4
export LEC_CHECK = 1
export CORE_UTILIZATION = 40
==> flow/constraint.sdc <==
current_design mbist_top

set clk_period 3.0
set clk_io_pct 0.2

create_clock -name clk0 -period $clk_period [get_ports {clk}]

set non_clock_inputs [all_inputs -no_clocks]
set_input_delay [expr $clk_period * $clk_io_pct] -clock clk0 $non_clock_inputs
set_output_delay [expr $clk_period * $clk_io_pct] -clock clk0 [all_outputs]
==> flow/design.v <==
`timescale 1ns / 1ps
module mbist_top (              
    input clk,						 
    input rst,
    input test,						 
    input early_term,				 
    input  [7:0] data_r,			 
    output ce, 						 
    output we,						 
    output [9:0] row_addr,			 
    output [9:0] col_addr,			 
    output [1:0] bank_addr,			 
    output [7:0] data_w,			 
    output test_end,				 
    output fault_detect,			 
    output [9:0] fault_row,			 
	output [9:0] fault_col,			 
    output [7:0] fault_col_flag,	 
    output [1:0] fault_bank			 
);
reg ce_gen;							 
reg we_gen;							 
reg [9:0] row_addr_gen;				 
reg [9:0] col_addr_gen;				 
reg [1:0] bank_addr_gen = 2'b0;		 
reg [7:0] data_gen;					 
reg check;							 
reg pattern;						
reg first;							 
reg [3:0] state;					 
reg [9:0] row_addr_buf;				 
reg [9:0] col_addr_buf;
reg [1:0] bank_addr_buf = 2'b0;
reg [9:0] row_addr_buf2;			 
reg [9:0] col_addr_buf2;
reg [1:0] bank_addr_buf2 = 2'b0;
reg test_end_reg;					 
reg fault_detect_reg;
reg [1:0] fault_bank_reg;
reg [9:0] fault_row_reg;
reg [9:0] fault_col_reg;
reg [7:0] fault_col_flag_reg;		 
localparam 
    IDLE = 'd0,				 
    state0_w0 = 'd1,		 
    state1_r0 = 'd2,		 
	STOP = 'd3;				 
always @ (posedge clk) 
begin
    if((rst) || (early_term)) begin		 
	ce_gen <= 0;					
        we_gen <= 0;					
        row_addr_gen <= 0;				
        col_addr_gen <= 0;				
        bank_addr_gen <= 0;
        row_addr_buf <= 0;
        col_addr_buf <= 0;
        bank_addr_buf <= 0;		
	data_gen <= 0;		
        check <= 0;
        pattern <= 0;
	first <=0;
	state <= IDLE;				
        test_end_reg <= 0;        		
	end
    else begin
        case(state)
        IDLE: begin
        	if(test) begin				 
        		state <= state1_r0;		 
			bank_addr_gen <= 2'b01;	 
        	end
        	else begin					 
                	state <= IDLE;			 
        	end
	end
        state0_w0: begin
   	        we_gen <= 1;								 
            	ce_gen <= 1;								 
	        check <= 0;									 
           	row_addr_gen <= row_addr_gen + 1; 			 
            	data_gen <=  8'b0000_0000;					 
            	if(row_addr_gen == 'd1023) begin				 
          		if(col_addr_gen == 'd1016) begin    		 
				bank_addr_gen <= 2'b10;				 
                   		col_addr_gen <= 0;					 
				if(bank_addr_gen == 2'b10) begin		 
	   	               		first <= 0;						 
                       			ce_gen <= 0;				   		 
				       state <= state1_r0;				 
				end				   
			end
			else begin							
				col_addr_gen <= col_addr_gen + 8; 	 
				row_addr_gen <= 0;					 
			end
            	end
	end
        state1_r0: begin
        	if(first == 0) begin    						 
			row_addr_gen <= 0;							 
			col_addr_gen <= 0;							 
	        first <= 1;									 
			bank_addr_gen <= 2'b01;						 
		end
            	else begin
   	        	we_gen <= 0;								 
                	ce_gen <= 1;								 
	            	check <= 1;									 
			pattern <= 0;							
			row_addr_buf <= row_addr_gen;				 
			col_addr_buf <= col_addr_gen;			
			bank_addr_buf <= bank_addr_gen;
                	row_addr_gen <= row_addr_gen + 1;			 
			if(row_addr_gen == 'd1023) begin				 
          	       		if(col_addr_gen == 'd1016) begin     		 
			    	   	bank_addr_gen <= 2'b10;				 
					col_addr_gen <= 0;					 
			    	   	if(bank_addr_gen == 2'b10) begin		 
	   	                   		first <= 0;					
                           			ce_gen <= 0;
						test_end_reg <= 1;				 
			    	       		state <= STOP;					 
			    	   	end				   
			    	end
			    	else begin
			    		col_addr_gen <= col_addr_gen + 8;  	 
			    		row_addr_gen <= 0;					 
			    	end
                	end
            	end
	end
        STOP:
        	if(test == 0) begin		 
        		state <= IDLE;		 
            	end       
		else begin				 
			state <= STOP;		 
		end
        endcase
    end
end
assign ce = ce_gen;
assign we = we_gen;
assign row_addr = row_addr_gen;
assign col_addr = col_addr_gen;
assign bank_addr = bank_addr_gen;
assign data_w = data_gen;
assign test_end = test_end_reg;
assign fault_detect = (|fault_col_flag_reg)? 1 : 0;					 
assign fault_bank = (|fault_col_flag_reg)? bank_addr_buf2 : 0;		 
assign fault_row =  (|fault_col_flag_reg)? row_addr_buf2 : 0;		
assign fault_col =  (|fault_col_flag_reg)? col_addr_buf2 : 0;
assign fault_col_flag = fault_col_flag_reg;							 
always @ (posedge clk) begin
    if(rst) begin					 
        fault_bank_reg <= 0;
        fault_row_reg <= 0;
        fault_col_reg <= 0;
        fault_col_flag_reg <= 0;
        fault_detect_reg <= 0;
    end
    else begin
        if(check) begin							 
            bank_addr_buf2 <= bank_addr_buf;	 
		row_addr_buf2 <= row_addr_buf;	
		col_addr_buf2 <= col_addr_buf;	
		if(pattern == (~data_r[7])) begin	 
                	fault_col_flag_reg[7] <= 1;		 
		end
		else begin
			fault_col_flag_reg[7] <= 0;		
		end
		if(pattern == (~data_r[6])) begin	 
                	fault_col_flag_reg[6] <= 1;		 
		end
		else begin
			fault_col_flag_reg[6] <= 0;		
		end
		if(pattern == (~data_r[5])) begin	 
                	fault_col_flag_reg[5] <= 1;		 
		end
		else begin
			fault_col_flag_reg[5] <= 0;
		end
		if(pattern == (~data_r[4])) begin	 
                	fault_col_flag_reg[4] <= 1;		 
		end
		else begin
			fault_col_flag_reg[4] <= 0;
		end
		if(pattern == (~data_r[3])) begin	 
                	fault_col_flag_reg[3] <= 1;		 
		end
		else begin
			fault_col_flag_reg[3] <= 0;
		end
		if(pattern == (~data_r[2])) begin	 
                	fault_col_flag_reg[2] <= 1;		 
		end
		else begin
			fault_col_flag_reg[2] <= 0;
		end
		if(pattern == (~data_r[1])) begin	 
                	fault_col_flag_reg[1] <= 1;		 
		end
		else begin
			fault_col_flag_reg[1] <= 0;
		end
		if(pattern == (~data_r[0])) begin	 
                	fault_col_flag_reg[0] <= 1;		 
		end
		else begin
			fault_col_flag_reg[0] <= 0;
		end
        end
    end        
end
endmodule                    
==> flow/run.sh <==
#!/bin/bash
# OpenROAD 26Q1-2900-gdf79404cd8, Yosys 0.63+post, stock flow scripts
make -C /OpenROAD-flow-scripts/flow DESIGN_CONFIG=/design/flow/config.mk WORK_HOME=/design/flow/orfs finish
==> impl_metrics.env <==
# physical design summary
export IMPL_post_dp_cell_area_mm2=0.00371
export IMPL_total_switching_power_mw=0.401
export IMPL_yosysCellCount=322
export IMPL_worstHoldStart="bank_addr_buf[0]$_SDFFE_PP0P_"
export IMPL_overall_routed_net_length_um=6280
export IMPL_grt_pass1_wl_um=10700
export IMPL_globalRouteOverflowTotal=0
export IMPL_drt_wirelength_per_cell_um=13.0
export IMPL_clk_insertion_delay_late_ns=0.34
export IMPL_post_synth_cell_area_avg_um2=9.59
export IMPL_flow_area_growth_from_synthesis_pct=27.3
export IMPL_rsz_0062_raised_after_global_routing="false"
export IMPL_crit_reg2reg_capture="col_addr_gen[9]$_SDFFE_PP0P_"
export IMPL_post_synthesis_async_set_or_reset_flop_share_pct=0
export IMPL_clock_power_share_pct=44.6
export IMPL_floorplan_stage_core_utilization_pct=41.9
export IMPL_final_antenna_violating_net_count=0
export IMPL_grt_max_degree=27
export IMPL_timing_reg2reg_worst_path_depth=4
export IMPL_holdPathEnd="bank_addr_buf2[0]$_DFFE_PP_"
export IMPL_power_sequential_fraction_pct=52.7
export IMPL_run_status="finished clean"
export IMPL_critical_path_class="reg -> out"
export IMPL_die_x_um=89.8
export IMPL_track_usage_pct=16.8
export IMPL_dieArea_mm2=0.00807
export IMPL_clock_path_buffers=2
export IMPL_top_family_by_delay_on_critical_path="simple AND/OR/NAND/NOR gates"
export IMPL_timing_rr_start="row_addr_gen[0]$_SDFFE_PP0P_"
export IMPL_rows=31
export IMPL_detailroute_via_count=2364
export IMPL_route_antenna_diode_count=0
export IMPL_worstPathBufferInverterCount=1
export IMPL_final_instance_area_mm2=0.00393
export IMPL_maxSlewViolCount=0
export IMPL_final_min_period_over_clock_period_pct=88.8
export IMPL_synth_largest_area_cell="sky130_fd_sc_hd__dfxtp_1"
export IMPL_post_synth_top_area_fraction_pct=34.4
export IMPL_p_int_mw=1.49
export IMPL_place_port_buffers=60
export IMPL_max_stage_delay_ns=0.40
export IMPL_top_level_ports=76
export IMPL_post_cts_buffers=0
export IMPL_final_layout_size_suffix_gt1_share_pct=7.55
export IMPL_crit_path_start_kind="flip-flop"
export IMPL_cp_required_ns=2.40
export IMPL_vias_per_cell=4.89
export IMPL_edf_count=19
export IMPL_setup_slack_ns=0.337
export IMPL_clk_pin_slew_worst_paths_ns=0.08
export IMPL_initialDrtViolationCount=86
export IMPL_maxSlewHeadroom_pct=53.2
export IMPL_crit_path_top_delay_cell="sky130_fd_sc_hd__clkdlybuf4s50_1"
export IMPL_grt_antenna_before_repair=0
export IMPL_cp_max_fo=20
export IMPL_worst_ep_arrival_time_ns=2.06
export IMPL_finalNonFillerCells=483
export IMPL_cp_num_cells=4
export IMPL_post_synth_most_frequent_cells="sky130_fd_sc_hd__dfxtp_1, sky130_fd_sc_hd__nand2_1, sky130_fd_sc_hd__a21oi_1, sky130_fd_sc_hd__and2_1"
export IMPL_num_fill_cells=665
export IMPL_max_slew_worst_pin_slew_ns=0.701
export IMPL_cts_htree_levels=3
export IMPL_max_clock_freq_mhz=375
export IMPL_gate_count_after_technology_mapping=322
export IMPL_static_leakage_power_nw=1.28
export IMPL_finalSetupViolations=0
export IMPL_warning_count=25
export IMPL_finish_utilization_pct=53.3
export IMPL_hold_path_class="reg -> reg"
export IMPL_hold_path_cell_count=0
export IMPL_tritoncts="yes"
export IMPL_holdBufCountCts=0
export IMPL_reg_largest_list="row_addr_buf2: 10 flops, row_addr_buf: 10 flops, row_addr_gen: 10 flops"
export IMPL_gpl_final_weighted_congestion=0.821
export IMPL_final_number_of_hold_violating_endpoints=0
export IMPL_irDropWorstVdd_v=0.000215
export IMPL_postSynthRegisterBits=72
export IMPL_detailedPlace_worstSlack_ns=0.588
export IMPL_dieHeight_um=89.8
export IMPL_synthDistinctLibCells=45
export IMPL_drv_cap=0
export IMPL_synth_area_top_cells="sky130_fd_sc_hd__dfxtp_1, sky130_fd_sc_hd__edfxtp_1, sky130_fd_sc_hd__nand2_1, sky130_fd_sc_hd__a21oi_1, sky130_fd_sc_hd__and2_1"
export IMPL_core_region_area_mm2=0.00737
export IMPL_ff2ff_setup_slack_ns=0.95
export IMPL_finalSetupTns_ns=0
export IMPL_postCtsResizedCells=0
export IMPL_synth_seq_area_share_pct=52.9
export IMPL_ys_warn_count=1
export IMPL_p_sw_share_pct=21.1
export IMPL_vias_in_the_first_global_route=2053
export IMPL_detailedRoute_firstPassIterationCount=4
export IMPL_power_share_combinational_pct=2.7
export IMPL_crit_path_cell_trace="nor4_1 -> nand2_1 -> and2_1 -> clkdlybuf4s50_1"
export IMPL_synth_area_mm2=0.00309
export IMPL_max_clock_skew_ns=0.00884
export IMPL_powerDensity_mw_per_mm2=482
export IMPL_period_needed_ns=2.66
export IMPL_clock_tree_root_cell="sky130_fd_sc_hd__clkbuf_8"
export IMPL_ys_chip_area_mm2=0.00309
export IMPL_clock_sinks=72
export IMPL_timing_critical_path_to_type="output port"
export IMPL_dp_hpwl_um=4240
export IMPL_synth_top_flop_cell="sky130_fd_sc_hd__dfxtp_1"
export IMPL_placed_cells_incl_taps=467
export IMPL_drc=0
export IMPL_cts_buffers=9
==> cells by family (layout without fill, tap and decap cells) <==
kind of cell               after synthesis  in the layout  share of synthesized area (%)
AOI/OAI and AO/OA                       61             61                           12.7
xor gates and xnor gates                 1              1                          0.284
adders and majority gates                2              2                          0.811
buffers and inverters                   35             83                           6.45
DFF                                     72             72                           52.9
muxes                                   10             10                           3.28
other                                    1             15                          0.121
and+or+nand+nor                        140            140                           23.5
==> cell usage in the layout (no fill, tap or decap), types with 2 or more instances in the layout <==
cell type	synthesis	layout
sky130_fd_sc_hd__nand2_1	53	53
sky130_fd_sc_hd__clkinvlp_4	0	2
sky130_fd_sc_hd__dfxtp_1	53	53
sky130_fd_sc_hd__a31oi_1	5	5
sky130_fd_sc_hd__nand3_1	8	8
sky130_fd_sc_hd__a21oi_1	30	30
sky130_fd_sc_hd__and4_4	3	3
sky130_fd_sc_hd__inv_1	2	2
sky130_fd_sc_hd__or4b_1	2	2
sky130_fd_sc_hd__o2111ai_1	2	2
sky130_fd_sc_hd__nor2_1	19	19
sky130_fd_sc_hd__and4_1	3	3
sky130_fd_sc_hd__nor3_1	2	2
sky130_fd_sc_hd__o211ai_1	6	6
sky130_fd_sc_hd__or3_1	6	6
sky130_fd_sc_hd__nand4_1	3	3
sky130_fd_sc_hd__bufinv_16	0	2
sky130_fd_sc_hd__o21ai_0	6	6
sky130_fd_sc_hd__mux2i_1	9	9
sky130_fd_sc_hd__o32ai_1	2	2
sky130_fd_sc_hd__clkdlybuf4s50_1	0	60
sky130_fd_sc_hd__nor4_1	2	2
sky130_fd_sc_hd__clkbuf_8	0	9
sky130_fd_sc_hd__nor2b_1	3	3
sky130_fd_sc_hd__inv_6	0	2
sky130_fd_sc_hd__conb_1	1	15
sky130_fd_sc_hd__a211oi_1	2	2
sky130_fd_sc_hd__edfxtp_1	19	19
sky130_fd_sc_hd__ha_1	2	2
sky130_fd_sc_hd__and2_1	22	22
sky130_fd_sc_hd__nand2b_1	8	8
sky130_fd_sc_hd__buf_4	15	5
sky130_fd_sc_hd__o21a_1	2	2
==> how the worst max path moves through the flow <==
| stage | startpoint | endpoint | slack [ns] |
|---|---|---|---|
| after CTS | fault_col_flag_reg[0]$_SDFFE_PP0P_ | fault_row[6] | 0.27 |
| final | fault_col_flag_reg[0]$_SDFFE_PP0P_ | fault_row[6] | 0.34 |
| after global routing | fault_col_flag_reg[0]$_SDFFE_PP0P_ | fault_col[4] | 0.07 |
==> layout make-up <==
class | instances | area, um^2 | area share [%]
sequential | 72 | 1630 | 41.5
multi-input combinational | 229 | 1310 | 33.3
timing repair buffer | 65 | 638 | 16.2
clock buffer | 10 | 128 | 3.25
tap | 99 | 124 | 3.15
clock inverter | 6 | 92.6 | 2.36
inverter | 2 | 7.51 | 0.191
==> power by group through the flow <==
stage / Clock, mW / Sequential, mW / Combinational, mW
after CTS: 0.856 / 0.999 / 0.0516
after global routing: 0.904 / 1.00 / 0.0567
final: 0.846 / 1.00 / 0.0506
==> worst reg2reg max path: stages (launching register included) <==
cell,delay (ns)
sky130_fd_sc_hd__dfxtp_1,0.46
sky130_fd_sc_hd__ha_1,0.36
sky130_fd_sc_hd__nand3_1,0.42
sky130_fd_sc_hd__or4b_1,0.59
sky130_fd_sc_hd__a21oi_1,0.14
==> per-stage QoR <==
step                      power (mW)  hold slack, ns
after CTS                       1.91           0.430
after global routing            1.96           0.442
after global placement          1.07           0.416
after detailed placement        1.07           0.418
after floorplan                 1.06           0.408
final                           1.90           0.425
==> routing by layer <==
metal | vias up | GRT usage [%] | routed length [um]
met5 | - | 0 | 0
met4 | 0 | 2.46 | 73
met3 | 5 | 2.32 | 310
met2 | 65 | 22.7 | 2660
met1 | 1077 | 30.3 | 3240
li1 | 1217 | - | -
No activity file was given, so power comes from the tool's default toggle rates.
